--- flow/run.sh ---
#!/bin/bash
# OpenROAD 26Q1-2900-gdf79404cd8, Yosys 0.63+post, stock flow scripts
make -C /OpenROAD-flow-scripts/flow DESIGN_CONFIG=/design/flow/config.mk WORK_HOME=/design/flow/orfs finish
--- flow/design.v ---
module adder #(parameter width = 8)(
    input clk,   
    input rst,   
    input[width-1:0] a,
    input[width-1:0] b,
    output[width-1:0] out,
    output carry
  );
  always @* begin
    out = a+b;
    carry = a[width-1] & b[width-1];
  end
endmodule
--- flow/config.mk ---
export PLATFORM = sky130hd
export DESIGN_NAME = adder
export DESIGN_NICKNAME = adder
export VERILOG_FILES = /design/flow/design.v
export SDC_FILE = /design/flow/constraint.sdc
export NUM_CORES = 4
export LEC_CHECK = 1
export CORE_AREA = 10 10 70 70
export DIE_AREA = 0 0 80 80
--- flow/constraint.sdc ---
current_design adder

set clk_period 4.6
set clk_io_pct 0.2

create_clock -name clk0 -period $clk_period

set non_clock_inputs [all_inputs -no_clocks]
set_input_delay [expr $clk_period * $clk_io_pct] -clock clk0 $non_clock_inputs
set_output_delay [expr $clk_period * $clk_io_pct] -clock clk0 [all_outputs]
==> summary.rpt <==
==== FLOW RESULTS ====
----------------------------------------------------
[Cells and area]
  Total area of sequential cells ........................ 0 um2
  Fin area ........................ 623 um2
  Flip-flops ........................ 0
  # clk buffers ........................ 0
  Area growth, synth to finish ........................ 97.6%
  Area of combinational cells with multiple inputs ........................ 293 um2
  Fraction of final layout cells sized beyond drive strength 1 ........................ 4.48%
  Fill cell instance count of the final layout ........................ 390
  Final standard cell utilization of the core ........................ 18.2%

[Power and ir drop]
  Post-route total power ........................ 0.0000759 W
  Worst-case vdd ir drop ........................ 0.0319 mV
  Static leakage power ........................ 0.252 nW
  Power density of the placed cells ........................ 122 nW/um2

[Timing]
  Least setup slack across all paths after layout ........................ 468 ps
  Share of the cycle needed by the critical path after routing ........................ 89.8%
  Final critical-path required period ........................ 4130 ps
  Max-slew violations ........................ 0
  Hold Vio Cnt, Final ........................ 0
  Pin slew with the least headroom to its limit ........................ 301 ps
  Highest achievable clock rate ........................ 0.242 GHz
  Final count of negative-setup-slack endpoints ........................ 0
  Max transition margin ........................ 80.0%
  Unrepaired setup endpoints after global routing ........................ no
  Setup TNS after final layout ........................ 0 ps

[Route]
  Average detailed-routed wire length per instance ........................ 9.00 um
  DRC marker count from the first detailed-route iteration ........................ 15
  Via Count ........................ 354
  Drt via density ........................ 3.13
  Number of optimization iterations in the first detailed-route pass ........................ 2
  Antenna diode count ........................ 0
  Post-route ant nets ........................ 0
  Post-detailed-route DRC marker count ........................ 0
  Routed Wire Length ........................ 1020 um

[Global route]
  Aggregate global-route resource usage ........................ 3.07%
  Grt total ovfl ........................ 0
  Largest net degree at the start of global routing ........................ 6
  Initial antenna violation count ........................ 0
  Via count of the first global-routing pass ........................ 389
  First-pass GRT wire length ........................ 1640 um

[Job]
  Number of max-cap violations ........................ 0
  Warning total across the stage logs ........................ 34

[Clock network]
  Post-CTS Hold Buffers ........................ 0
  Post-CTS Setup Inserts ........................ 0
  Cells resized by post-CTS repair ........................ 0

[Min path]
  Kind of path behind the tightest hold check ........................ in -> out
  Hold Crit Start ........................ b[7]
  Worst Hold Endpoint ........................ carry
  Count of cells along the worst hold path ........................ 3

[Setup path]
  Worst endpoint data arrival time ........................ 3210 ps
  Worst-path fanout max ........................ 2
  Type of origin of the critical path ........................ input port
  Cell repeated most along the worst path ........................ sky130_fd_sc_hd__clkdlybuf4s50_1
  Data required time at the worst endpoint ........................ 3680 ps
  Critical Path Source ........................ b[0]
  Crit Path Class ........................ in -> out
  CP peak stage delay ........................ 460 ps
  Cell-by-cell trace of the critical path ........................ clkdlybuf4s50_1 > ha_1 > inv_1 > fa_1 > nor2b_1 > o21ai_0 > a21boi_1 > mux2i_1 > nand2_1 > clkdlybuf4s50_1
  Crit path capture type ........................ output pin
  Library cell contributing the largest single delay on the critical path ........................ sky130_fd_sc_hd__clkdlybuf4s50_1

[Synth]
  Summed standard-cell area reported by yosys ........................ 315 um2
  Main area contributors ........................ sky130_fd_sc_hd__ha_1 (32%), sky130_fd_sc_hd__nor2_1 (8.3%), sky130_fd_sc_hd__xnor2_1 (8.3%)
  Post-synth top area cell ........................ sky130_fd_sc_hd__ha_1
  Synth Seq Share ........................ 0%
  Dominant cell area share ........................ 31.7%
  Ys cells ........................ 42
  Total number of yosys warnings ........................ 3
  Synthesized instance count ........................ 42
  Post-synthesis average cell area ........................ 7.51 um2
  Unique masters post-synth ........................ 16
  Area of the mapped netlist ........................ 315 um2

[Place]
  Total of buffers placed on input and output ports ........................ 25
  Placer Congestion ........................ 0.712
  Post-DP Area ........................ 623 um2
  Worst Setup Slack post-DPL ........................ 457 ps
  Total half-perimeter wirelength after legalization and detailed placement ........................ 1010 um

[Floorplanning]
  Starting density of the core ........................ 9.23%
  Total die size ........................ 6400 um2
  Number of I/O pins ........................ 27
  Vertical die size ........................ 80 um
  Floorplan die width ........................ 80 um
  Core outline area ........................ 3420 um2
  Cell row count ........................ 21

[Outcome]
  Run status ........................ finished clean

----------------------------------------------------
-- stage by stage --
step           hold slack [ps]  instances
5_1_grt                   2840        113
2_1_floorplan             1910         42
4_1_cts                   2830        113
6_report                  2820        113
3_5_place_dp              2830        113
3_3_place_gp              2830        113
-- report_power, final --
group	total, W	internal, W	leakage, nW	switching (W)
clock	0	0	0	0
combinational	0.0000759	0.0000511	0.252	0.0000248
sequential	0	0	0	0
total	0.0000759	0.0000511	0.252	0.0000248
-- per-layer routing --
layer | routed length (um) | share of wire (%) | track usage (%) | vias up
li1 | - | - | - | 194
met1 | 391 | 38 | 3.17 | 151
met2 | 564 | 55 | 6.34 | 9
met3 | 61 | 6.0 | 0.682 | 0
met4 | 0 | 0 | 0 | 0
met5 | 0 | 0 | 0 | -
-- worst max path at each step --
| stage | slack [ps] | to | depth (start not counted) |
|---|---|---|---|
| 5_1_grt | 250 | out[6] | 10 |
| 6_report | 470 | out[6] | 10 |
| 4_1_cts | 440 | out[6] | 10 |
-- area by class of cell --
| type | count | share of cell area [%] |
|---|---|---|
| Tap cell | 46 | 9.24 |
| Inverter | 6 | 3.61 |
| Multi-Input combinational cell | 36 | 47.0 |
| Timing Repair Buffer | 25 | 40.2 |
-- kinds of logic (layout without fill, tap and decap cells) --
kind of cell / after synthesis / after routing / share of synthesized area, %
multiplexers: 1 / 1 / 3.17
AND-OR/OR-AND: 7 / 7 / 18.6
XOR/XNOR: 4 / 4 / 11.1
AND/OR/NAND/NOR: 15 / 15 / 21.8
buffers and inverters: 6 / 31 / 7.14
adder cells (fa/ha/maj): 9 / 9 / 38.1
-- cells in the mapped netlist --
library cell               n
sky130_fd_sc_hd__nand2_1   2
sky130_fd_sc_hd__nor2b_1   4
sky130_fd_sc_hd__a21boi_1  1
sky130_fd_sc_hd__nor2_1    7
sky130_fd_sc_hd__xor2_1    1
sky130_fd_sc_hd__fa_1      1
sky130_fd_sc_hd__a221oi_1  1
sky130_fd_sc_hd__xnor2_1   3
sky130_fd_sc_hd__a21oi_2   2
sky130_fd_sc_hd__mux2i_1   1
sky130_fd_sc_hd__inv_1     6
sky130_fd_sc_hd__a311oi_2  1
sky130_fd_sc_hd__nor3_1    2
sky130_fd_sc_hd__a21oi_1   1
sky130_fd_sc_hd__o21ai_0   1
sky130_fd_sc_hd__ha_1      8
-- worst max-delay path, delay by kind of cell --
family          cells  cell delay (ps)
compound gates      2              360
fa+ha+maj           2              570
mux                 1              210
simple gates        2              200
buf+inv             3              930
-- placed cells by master (no fill, tap or decap) --
cell / n
sky130_fd_sc_hd__ha_1: 8
sky130_fd_sc_hd__inv_1: 6
sky130_fd_sc_hd__fa_1: 1
sky130_fd_sc_hd__a221oi_1: 1
sky130_fd_sc_hd__xor2_1: 1
sky130_fd_sc_hd__nor3_1: 2
sky130_fd_sc_hd__a21oi_2: 2
sky130_fd_sc_hd__nand2_1: 2
sky130_fd_sc_hd__nor2b_1: 4
sky130_fd_sc_hd__xnor2_1: 3
sky130_fd_sc_hd__mux2i_1: 1
sky130_fd_sc_hd__o21ai_0: 1
sky130_fd_sc_hd__clkdlybuf4s50_1: 25
sky130_fd_sc_hd__a311oi_2: 1
sky130_fd_sc_hd__a21boi_1: 1
sky130_fd_sc_hd__nor2_1: 7
sky130_fd_sc_hd__a21oi_1: 1
Power and IR drop assume default switching activity.
