==> ./design.v <==
module checker_pattern #(
    parameter divisor = 32'd50000000, 
    parameter size = 1 
)(
    input clk,  	 
    input rst,	 
    output[7:0] led	 
);
    reg state;
    wire clk_2;
    parameter leds = (size==2) ? {2{4'b0011}}:(size==4) ? 8'b00001111:(size==8) ? 8'b0:{4{2'b01}};
    always @(posedge clk_2 or posedge rst) begin
      if(rst)
        state <= 1'b0;
      else
        state <= ~state;
    end
    assign led = (state)?leds:~leds;
    clock_divider #(divisor) cd_inst(.clk(clk),.out(clk_2),.rst(rst));
endmodule
module clock_divider #(parameter divisor = 32'd50000000)(
    input clk, 
    input rst, 
    output out
  );
  reg[31:0] counter = 32'd0;
  always @(posedge clk) begin
    counter <= counter + 32'd1;
    if (rst) begin
      counter <= 32'd0;
    end else begin
      if (counter>=divisor)
        counter <= 32'd0;
    end
  end
  assign out = (counter==divisor);
endmodule
==> ./run.sh <==
#!/bin/bash
# OpenROAD 26Q1-2900-gdf79404cd8, Yosys 0.63+post, stock flow scripts
make -C /OpenROAD-flow-scripts/flow DESIGN_CONFIG=/design/flow/config.mk WORK_HOME=/design/flow/orfs finish
==> ./config.mk <==
export PLATFORM = sky130hd
export DESIGN_NAME = checker_pattern
export DESIGN_NICKNAME = checker_pattern
export VERILOG_FILES = /design/flow/design.v
export SDC_FILE = /design/flow/constraint.sdc
export NUM_CORES = 4
export LEC_CHECK = 1
export CORE_AREA = 10 10 95 95
export DIE_AREA = 0 0 105 105
==> ./constraint.sdc <==
current_design checker_pattern

set clk_period 5.0
set clk_io_pct 0.2

create_clock -name clk0 -period $clk_period [get_ports {clk}]

set non_clock_inputs [all_inputs -no_clocks]
set_input_delay [expr $clk_period * $clk_io_pct] -clock clk0 $non_clock_inputs
set_output_delay [expr $clk_period * $clk_io_pct] -clock clk0 [all_outputs]
==> notes.md <==
Physical implementation

The flow ran to the end, and the final reports show no timing, DRC or antenna violations. CTS added clock buffers totalling 5. The DRC violation total left in the routed layout is recorded as 0. The routability congestion estimate from global placement is 0.8091. Clock-pin slew was measured on the worst setup and hold paths at 60 ps. The diode insertion count for antenna repair is 0.

The post-synthesis sequential element count is 33. The shortest period the worst path allows is 2170 ps. OpenSTA, run right after detailed placement, puts the worst setup slack at 2818 ps. The final-report max-slew violation count is 0. The worst-case IR drop observed on VDD is 0.09736 mV. The number of port buffers is 9. In this run the critical register-to-register path is launched from cd_inst.counter[0].

Once detail routing completed, the nets flagged for antenna violations numbered 0. The worst-skew pair later-pin latency is 280 ps. Setup repair after global routing left no endpoint under its margin.

Entering global routing, the biggest net connects 27 pins. The category of the worst setup path capture point is a register. The depth of the CTS H-tree is 2. After clock tree synthesis, the flow added hold-fix buffers numbering 0. The static leakage power is 0.5286 nW. TritonCTS built the clock tree. Per the synth stats, the proportion of register bits with asynchronous set or reset is 0.03030. Sorting the Yosys area breakdown by cell type puts at the top sky130_fd_sc_hd__dfxtp_1. The number of unconstrained endpoints is 9. The most frequent cell after synthesis is sky130_fd_sc_hd__dfxtp_1.

The core region is 6907 um^2. The design draws 0.4601 mW. In this run the power density over the cells is 259.5 nW/um^2. The total routing usage reported by global routing is 0.05311. The number of register pins that no clock reaches is 1. The final layout report lists a filler cell count of 750. At the worst endpoint, the required time is 5210 ps. Between clock sinks in the finished design, the worst skew comes to 5.614 ps.

The worst-case max-slew headroom was logged as 0.6647. The terminating pin of the worst hold path is cd_inst.counter[23]. In the routed layout, each cell is associated on average with a via count of 4.362. In the floorplan report the effective utilization is 0.2196. Summing all multi-input logic gate instances after layout gives 777.0 um^2.

Once detailed placement completed, the half-perimeter wirelength came to 2014 um. The first global-routing pass estimated 5168 um of wire. Looking at the critical path, the highest net fanout was 13. Ranked by instance count, the synthesized netlist is headed by 32 x sky130_fd_sc_hd__dfxtp_1, 15 x sky130_fd_sc_hd__nor2_1, 13 x sky130_fd_sc_hd__a21oi_1. The total number of vias is 1,217.

The type of the setup path with the least slack is register to register. The summed instance area of the synthesized netlist is 1516 um^2. Measured along the x axis, the die boundary spans 105 um. Buffers added to address setup during post-CTS repair amount to 0.

The final cycle utilization of the critical path is 0.4339. According to the floorplan report, the total die area is 11,030 um^2. The sequential fraction of the synthesis area is 0.4389. The number of detailed-route iterations in the first pass is 4. The number of DRC markers after the initial detailed-route iteration is 120. The post-synthesis to final-layout area growth is 16.91%.

Per the layout area report, the register area comes to 665.6 um^2. The cell at the root of the clock tree is sky130_fd_sc_hd__clkbuf_8. The type recorded for the worst min-delay path is register to register. The startpoint identified for the worst hold timing path is cd_inst.counter[23].

Adding up every negative setup slack in the final design gives 0 ps. Yosys mapped a number of flops with a built-in enable equal to 0. Of the post-synthesis cell area, the dominant cell type holds 0.4224. The post-synthesis cell count is 173. The ratio of cells with drive above 1 in the final layout is 0.07104.

The Yosys chip area is 1516 um^2. Per the timing report, the most critical flop-to-flop path finishes at cd_inst.counter[22]. Row generation in the floorplan step produced 30 rows. Summing all non-filler instances in the final layout gives an area of 1773 um^2. The number of cells on the worst reg-to-reg path is 5.

STA puts the critical path data arrival time at 2380 ps. The initial antenna violation count is 0. In the post-synthesis netlist, the biggest area contributors are sky130_fd_sc_hd__dfxtp_1 42%, sky130_fd_sc_hd__xor2_1 4.6%, sky130_fd_sc_hd__a21oi_1 4.3%. The final layout contains routed wiring with a total length of 2896 um.

Endpoints with negative setup slack in the final report add up to 0. The number of warnings in the stage logs is 26. For the pin with the worst max-slew slack, the measured transition is 498.4 ps. The via count of the first global-routing pass came to 1,133. Per the OpenROAD floorplan log, the height of the die is 105 um. The predominant post-synthesis flop cell is sky130_fd_sc_hd__dfxtp_1. The remaining global-route overflow is 0. In the final report, the number of hold violations comes to 0. The buffer depth of the longest clock path is 2. The average cell area after synthesis is 8.766 um^2. The placed cell area is 1683 um^2. The routed wire length per instance is 10.38 um.

The type of origin of the critical path is a register. Setup slack closes at 2830 ps. The number of resized instances in the post-cts repair step is 0. The report counts max-capacitance violations totalling 0.

During I/O placement, the number of pins put on the boundary was 10. The timing report gives the worst reg2reg path a setup slack of 2830 ps. Derived from the worst setup path, the maximum achievable clock frequency is 460.9 MHz. In the hold timing report, the worst path depth is 2.

At the end of the flow the core is filled with cells to 0.2567. The cell count in the Yosys report is 173. The distinct cell type count after synthesis is 35. The number of warnings printed during yosys synthesis is 2.
## flip-flops by register name, summed over array words and instances (netlist names)
signal,flops
cd_inst.counter,32
state,1
## logic make-up after synthesis
| logic type | after synthesis | synth area share |
|---|---|---|
| AOI/OAI and AO/OA | 27 | 0.1023 |
| xor gates and xnor gates | 11 | 0.06354 |
| adders and majority gates | 2 | 0.01650 |
| buffers and inverters | 19 | 0.06518 |
| DFF | 33 | 0.4389 |
| other | 1 | 0.002473 |
| and+or+nand+nor | 80 | 0.3111 |
## cell type report
class                   instances  area share
clock buffers                   8     0.05081
inverters                       6     0.01270
multi-input cells             126      0.4382
flip-flops and latches         33      0.3754
well taps                      96     0.06775
repair buffers                 10     0.05505
## through the flow
step                cells  hold WS, ps
global placement      271        474.2
detailed placement    271        472.7
finish                279        489.3
floorplan             178        449.0
CTS                   279        492.8
global route          279        512.9
## how the worst max path moves through the flow
stage | from | end | slack, ps | depth (start not counted)
CTS | cd_inst.counter[0] | cd_inst.counter[22] | 2830 | 5
finish | cd_inst.counter[0] | cd_inst.counter[22] | 2830 | 5
global route | cd_inst.counter[0] | cd_inst.counter[22] | 2630 | 5
## critical path: stages, from the launching register on
cell                      delay, ps
sky130_fd_sc_hd__dfxtp_1        400
sky130_fd_sc_hd__ha_1           250
sky130_fd_sc_hd__nand4_1        150
sky130_fd_sc_hd__or4_1          640
sky130_fd_sc_hd__or4_1          530
sky130_fd_sc_hd__a21oi_1        140
## layer usage
layer  wire length (um)  share of wire  track usage
met1               1489           0.51      0.07533
met2               1166           0.40      0.07918
met3                204          0.070      0.01677
met4                 36          0.012     0.006863
met5                  0              0            0
## report_power, final
group,switching (mW),total [mW],internal (mW)
Combinational,0.00148,0.00261,0.00114
Sequential,0.000546,0.258,0.258
Clock,0.0873,0.199,0.112
Total,0.0893,0.460,0.371
## cell usage in the layout (no fill, tap or decap), types with 2 or more instances in the layout
| master | Yosys | routed |
|---|---|---|
| sky130_fd_sc_hd__dfxtp_1 | 32 | 32 |
| sky130_fd_sc_hd__nor2_1 | 15 | 15 |
| sky130_fd_sc_hd__a21oi_1 | 13 | 13 |
| sky130_fd_sc_hd__nand2_1 | 11 | 11 |
| sky130_fd_sc_hd__nand3_1 | 9 | 9 |
| sky130_fd_sc_hd__clkdlybuf4s50_1 | 0 | 9 |
| sky130_fd_sc_hd__xor2_1 | 8 | 8 |
| sky130_fd_sc_hd__nand4_1 | 7 | 7 |
| sky130_fd_sc_hd__or4_1 | 7 | 7 |
| sky130_fd_sc_hd__o21ai_0 | 7 | 7 |
| sky130_fd_sc_hd__inv_1 | 6 | 6 |
| sky130_fd_sc_hd__conb_1 | 1 | 6 |
| sky130_fd_sc_hd__clkbuf_8 | 0 | 6 |
| sky130_fd_sc_hd__or3_1 | 5 | 5 |
| sky130_fd_sc_hd__and4_1 | 4 | 4 |
| sky130_fd_sc_hd__nor3_1 | 4 | 4 |
| sky130_fd_sc_hd__o31ai_1 | 4 | 4 |
| sky130_fd_sc_hd__and2_1 | 3 | 3 |
| sky130_fd_sc_hd__xnor2_1 | 3 | 3 |
| sky130_fd_sc_hd__and3_1 | 3 | 3 |
| sky130_fd_sc_hd__and4_2 | 2 | 2 |
| sky130_fd_sc_hd__nor4_1 | 2 | 2 |
| sky130_fd_sc_hd__nand4b_1 | 2 | 2 |
| sky130_fd_sc_hd__ha_1 | 2 | 2 |
| sky130_fd_sc_hd__clkbuf_1 | 5 | 2 |
Power figures rest on the tool's default switching activity, not on a simulated workload.
