--- flow/design.v ---
module binary_counter #(parameter divisor = 32'd50000000)(
    input clk,  	 
    input rst,		 
    output[7:0] led	 
);
    reg[7:0] leds;
    wire clk_2;
    always @(posedge clk_2) begin
      leds <= leds + 8'b1;
    end
    assign led = leds;
    clock_divider #(divisor) cd_inst(.clk(clk),.out(clk_2),.rst(rst));
endmodule
module clock_divider #(parameter divisor = 32'd50000000)(
    input clk, 
    input rst, 
    output out
  );
  reg[31:0] counter = 32'd0;
  always @(posedge clk) begin
    counter <= counter + 32'd1;
    if (rst) begin
      counter <= 32'd0;
    end else begin
      if (counter>=divisor)
        counter <= 32'd0;
    end
  end
  assign out = (counter==divisor);
endmodule
module mojo_top(
    input clk,
    input rst_n,
    input cclk,
    output[7:0]led,
    output spi_miso,
    input spi_ss,
    input spi_mosi,
    input spi_sck,
    output [3:0] spi_channel,
    input avr_tx,  
    output avr_rx,  
    input avr_rx_busy  
    );
    assign spi_miso = 1'bz;
    assign avr_rx = 1'bz;
    assign spi_channel = 4'bzzzz;
    wire[7:0] leds;
    wire clk_2;
    wire rst = ~rst_n;
    binary_counter #(32'd10000000) bc_inst(.clk(clk),.rst(rst),.led(led));
  endmodule
--- flow/run.sh ---
#!/bin/bash
# OpenROAD 26Q1-2900-gdf79404cd8, Yosys 0.63+post, stock flow scripts
make -C /OpenROAD-flow-scripts/flow DESIGN_CONFIG=/design/flow/config.mk WORK_HOME=/design/flow/orfs finish
--- flow/config.mk ---
export PLATFORM = sky130hd
export DESIGN_NAME = mojo_top
export DESIGN_NICKNAME = mojo_top
export VERILOG_FILES = /design/flow/design.v
export SDC_FILE = /design/flow/constraint.sdc
export NUM_CORES = 4
export LEC_CHECK = 1
export CORE_UTILIZATION = 30
--- flow/constraint.sdc ---
current_design mojo_top

set clk_period 4.0
set clk_io_pct 0.2

create_clock -name clk0 -period $clk_period [get_ports {clk}]

set non_clock_inputs [all_inputs -no_clocks]
set_input_delay [expr $clk_period * $clk_io_pct] -clock clk0 $non_clock_inputs
set_output_delay [expr $clk_period * $clk_io_pct] -clock clk0 [all_outputs]
==> qor.txt <==
Power Dens Cells = 291 nW/um^2
Total GRT Usage = 10.4%
DRT Pass-1 Iters = 4
Arrival @ worst endpoint = 2.42 ns
Vias = 1,267
# Cells Yosys = 183
Synth cell count leaders = dfxtp_1 (40), nor3_1 (19), xnor2_1 (14)
Die height = 77.6 microns
Top-area cell share = 46.6%
Clock buffer count from CTS = 5
Vias in the first global route = 1,088
CTS tree = yes
# diodes = 0
Number of flops mapped to enable cells by yosys = 0
Endpoints left unconstrained = 16
Worst Setup SP = bc_inst.cd_inst.counter[0]$_SDFF_PP0_
Flops out of synthesis = 40
Critical path endpoint category = flop
Layout overhead on the synthesized area = 15.7%
Yosys stat area = 1720 sq um
Fill cell count = 549
Setup bufs post-CTS = 0
Register pins left without a clock = 8
Yosys top cell by area = dfxtp_1
Worst vdd ir = 0.284 mV
CTS Root Cell = clkbuf_8
Slew Limit Fails = 0
# setup viols final = 0
Peak Freq = 453 MHz
Floorplan core density = 31.2%
Worst r2r src = bc_inst.cd_inst.counter[0]$_SDFF_PP0_
Final Core Density = 36.1%
Top cells by area = dfxtp_1 (47%), xnor2_1 (7.1%), nor3_1 (5.5%)
Fin crit share = 55.2%
Row count = 27
Worst-path fanout max = 8
Clk latency late pin = 0.28 ns
Crit Path Class = flop to flop
Comb. cell area = 867 sq um
Die footprint = 6030 sq um
DR vias/cell = 4.61
Outcome = complete, no violations
Die Wd = 77.6 microns
HPWL after DPL = 1.96 mm
Setup TNS = 0 ns
Hold Buf Count CTS = 0
Residual DRC = 0
Hold Vio Cnt, Final = 0
Pin count of the biggest net entering global routing = 25
RSZ-0062 raised after global routing = false
Tool warnings = 32
Drt total wl = 2.85 mm
I/O pins = 22
Asr flop ratio synth = 0%
Worst hold slack = 0.502 ns
Initial antenna violation count = 0
Startpoint types = flop
CTS max path bufs = 2
1st-iter DRT viols = 27
Yosys Warn Count = 5
Avg Synthesized Cell Area = 9.38 sq um
Critical Path RT = 4.21 ns
Dpl cell area = 1890 sq um
Final period demand of the worst path = 2.21 ns
Core ar. = 5510 sq um
Register area = 801 sq um
Seq/Total Area, Yosys = 46.6%
I/O Buffers = 9
Worst-margin pin slew = 0.554 ns
Worst min-delay path category = flop to flop
Static leakage = 0.637 nW
First-pass GRT wire length = 5.00 mm
Post-CTS resize count = 0
Relative slew slack = 63.1%
Placer Congestion = 0.777
Avg WL per Cell = 10.4 microns
Max-cap check violation count = 0
Mapped Cells = 183
Netlist cell types = 34
Syn Std Cell Area = 1720 sq um
Count leader, synth = dfxtp_1
Clock Skew = 0.00475 ns
CTS clk-pin slew, worst paths = 0.07 ns
Gr ovfl total = 0
Top FF cell, synth = dfxtp_1
Hold Startpoint = bc_inst.cd_inst.counter[21]$_SDFF_PP0_
Tot Pwr = 0.577 mW
Final instance area = 1990 sq um
# H-tree levels = 2
Share of layout cells above drive strength 1 = 8.87%
Routed Antenna Nets = 0
==> layout make-up <==
cell class              count  area share, %
flip-flops and latches     40           40.3
well taps                  72           4.54
multi-input cells         137           43.7
clock inverters             3           1.20
inverters                   6           1.13
clock buffers               5           3.47
repair buffers             12           5.67
==> logic make-up after synthesis <==
| kind of cell | count (synthesis) | share of synthesized area [%] |
|---|---|---|
| AND/OR/NAND/NOR | 80 | 27.3 |
| XOR/XNOR | 20 | 10.2 |
| adder cells (fa/ha/maj) | 3 | 2.19 |
| AND-OR/OR-AND | 20 | 7.43 |
| buffers and inverters | 19 | 6.05 |
| other | 1 | 0.218 |
| flip-flops | 40 | 46.6 |
==> flip-flops by register name, summed over array words and instances (netlist names) <==
| register | cells |
|---|---|
| bc_inst.leds | 8 |
| bc_inst.cd_inst.counter | 32 |
==> final timing paths <==
kind	endpoint	slack, ns	cells after the start
setup / recovery	bc_inst.cd_inst.counter[20]$_SDFF_PP0_	1.79	5
hold / removal	bc_inst.cd_inst.counter[21]$_SDFF_PP0_	0.50	2
setup reg to reg	bc_inst.cd_inst.counter[20]$_SDFF_PP0_	1.79	5
hold reg to reg	bc_inst.cd_inst.counter[21]$_SDFF_PP0_	0.50	2
==> critical path: stages, from the launching register on <==
cell and delay (ns):
dfxtp_1 0.41, ha_1 0.23, nand3_2 0.18, or4_1 0.71
or3_1 0.41, a211oi_2 0.20
==> layout by cell type, fill, tap and decap left out, drive strengths merged, types with 5 or more instances in the layout <==
master	instances
nor3	19
conb	14
xnor2	14
nand3	11
clkdlybuf4s50	9
clkbuf	5
o21ai	8
or3	9
xor2	6
inv	6
nand2	12
dfxtp	40
nand4	7
nor4	7
==> per-stage QoR <==
stage	std cells	setup WS, ns
global route	275	1.64
floorplan	196	1.99
finish	275	1.79
global placement	267	1.81
CTS	275	1.78
detailed placement	267	1.79
==> routing by layer <==
| metal | vias up | GRT usage [%] | share of wire, % |
|---|---|---|---|
| met5 | - | 0 | 0 |
| met4 | 0 | 1.51 | 0.95 |
| met3 | 2 | 2.15 | 3.3 |
| met2 | 20 | 15.8 | 43 |
| met1 | 570 | 15.7 | 53 |
| li1 | 675 | - | - |
==> power breakdown <==
part | total [mW] | switching [mW] | internal, mW | leakage, nW
registers | 0.324 | 0.00102 | 0.323 | 0.328
logic | 0.00245 | 0.00129 | 0.00116 | 0.269
clock network | 0.251 | 0.128 | 0.123 | 0.0404
total | 0.577 | 0.130 | 0.447 | 0.637
Power figures rest on the tool's default switching activity, not on a simulated workload.
